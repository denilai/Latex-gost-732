`design/flow/config.mk`:
```
export PLATFORM = sky130hd
export DESIGN_NAME = afifo
export DESIGN_NICKNAME = afifo
export VERILOG_FILES = /design/flow/design.v
export SDC_FILE = /design/flow/constraint.sdc
export NUM_CORES = 4
export LEC_CHECK = 1
export CORE_UTILIZATION = 50
```
`design/flow/constraint.sdc`:
```
current_design afifo

set clk_period 3.5
set clk_io_pct 0.2

create_clock -name clk0 -period $clk_period [get_ports {rclk}]
create_clock -name clk1 -period $clk_period [get_ports {wclk}]

set non_clock_inputs [all_inputs -no_clocks]
set_input_delay [expr $clk_period * $clk_io_pct] -clock clk0 $non_clock_inputs
set_output_delay [expr $clk_period * $clk_io_pct] -clock clk0 [all_outputs]
```
`design/flow/design.v`:
```
module afifo(wclk, wrstn, wren, wdata, wfull,rclk, rrstn, rden, rdata, rempty, rdready,wraddr,rdaddr);
parameter  dsize = 8,
           asize = 4;
localparam dw = dsize,
           aw = asize;
input     wire  wclk, wrstn, wren;
input     wire  [dw-1:0] wdata;
input	  wire  rclk, rrstn, rden;
output	  reg   wfull;
output	  reg	rempty;
output    wire  rdready;
output	  wire  [(dw*4)-1:0] rdata;
output    wire  [aw-1:0] wraddr,rdaddr;
           wire [aw-1:0] waddrmem, raddrmem;
	       wire [aw-1:0] waddrmem_mod4;
           wire          wfull_next, rempty_next;
	       reg  [aw:0]   wgray, wbin, wq2_rgray, wq1_rgray,rgray, rbin, rq2_wgray, rq1_wgray;
           wire [aw:0] wgraynext, wbinnext;
           wire [aw:0] rgraynext, rbinnext;
           reg [dw-1:0]	mem	[0:((1<<aw)-1)];
initial	{ wq2_rgray,  wq1_rgray } = 0;
always @(posedge wclk or negedge wrstn)
 if (!wrstn)
   { wq2_rgray, wq1_rgray } <= 0;
else { wq2_rgray, wq1_rgray } <= { wq1_rgray, rgray };
assign	wbinnext  = wbin + { {(aw){1'b0}}, ((wren) && (!wfull)) };
assign	wgraynext = (wbinnext >> 1) ^ wbinnext;
assign	waddrmem = wbin[aw-1:0];
assign wraddr=waddrmem;
assign rdaddr=raddrmem;
initial	{ wbin, wgray } = 0;
always @(posedge wclk or negedge wrstn)
if (!wrstn)
	{ wbin, wgray } <= 0;
else
{ wbin, wgray } <= { wbinnext, wgraynext };
assign	wfull_next = (wgraynext == { ~wq2_rgray[aw:aw-1],wq2_rgray[aw-2:0] });
initial	wfull = 0;
always @(posedge wclk or negedge wrstn)
 if (!wrstn)
    wfull <= 1'b0;
	else
	wfull <= wfull_next;
always @(posedge wclk)
	if ((wren)&&(!wfull))
		mem[waddrmem] <= wdata;
initial	{ rq2_wgray,  rq1_wgray } = 0;
always @(posedge rclk or negedge rrstn)
if (!rrstn)
 { rq2_wgray, rq1_wgray } <= 0;
else
{ rq2_wgray, rq1_wgray } <= { rq1_wgray, wgray };
assign	rbinnext  = rbin + { {(aw-2){1'b0}}, ((rden)?3'b100:3'b000)};
assign	rgraynext = (rbinnext >> 1) ^ rbinnext;
initial	{ rbin, rgray } = 0;
	always @(posedge rclk or negedge rrstn)
if (!rrstn)
	{ rbin, rgray } <= 0;
else
	if (wbin <2'b11)
		rbin <=1'b0;
	else
	{ rbin, rgray } <= { rbinnext, rgraynext };
assign	raddrmem = rbin[aw-1:0];
assign	rempty_next = (rgraynext == rq2_wgray);
initial rempty = 1;
always @(posedge rclk or negedge rrstn)
if (!rrstn)
	rempty <= 1'b1;
else
	rempty <= rempty_next;
assign waddrmem_mod4=(waddrmem-1'b1) & {{(aw-3){1'b1}},{3'b100}};
assign rdready = (waddrmem>=3'b100||!rempty);
assign	rdata = rden&&rdready?{mem[raddrmem],mem[raddrmem+1'b1],
				mem[raddrmem+2'b10],mem[raddrmem+2'b11]}:{(dw*4){1'b1}};
endmodule
```
`design/flow/run.sh`:
```
#!/bin/bash
# OpenROAD 26Q1-2900-gdf79404cd8, Yosys 0.63+post, stock flow scripts
make -C /OpenROAD-flow-scripts/flow DESIGN_CONFIG=/design/flow/config.mk WORK_HOME=/design/flow/orfs finish
```
==> impl_metrics.json <==
{
  "run_status": "complete, no violations",
  "yosys_warnings": 1,
  "drv_slew": 0,
  "critPathCaptureType": "output pin",
  "setup_tns_ps": 0,
  "core_mm2": 0.01216,
  "ys_seq_share_pct": 75.06,
  "finalHoldViolations": 0,
  "setup_viol": 0,
  "p_leak_nw": 2.718,
  "pin_count": 57,
  "holdPathStages": 0,
  "cp.required_ps": 2800,
  "common_cells": "edfxtp_1 (128), dfrtp_1 (35), mux4_2 (32), or2_2 (32), nor2_1 (13)",
  "cts_sinks": 164,
  "dr_total_vias": 3069,
  "synth_cell_types": 30,
  "grt_pass1_wl_um": 18510,
  "clkPwrFrac_pct": 29.6,
  "postSynthAreaPerCell_um2": 19.33,
  "reg2reg_depth": 5,
  "adder_share_pct": 0.9895,
  "rsz0062_at_grt": "false",
  "gp_congestion": 0.7929,
  "clk_pin_slew_ps": 50,
  "synthTopLogicFamily": "multiplexers",
  "die_width_um": 114.5,
  "p_per_area_mw_per_mm2": 822.5,
  "hold_buffers": 0,
  "edf_count": 128,
  "antennaDiodeCount": 0,
  "async_reset_ff_share_pct": 21.95,
  "reg2reg_from": "rbin[2]",
  "whs_ps": 210.1,
  "final.setup_skew_ps": 4.894,
  "ys.flop_type": "edfxtp_1",
  "crit_fanout": 14,
  "syn_to_final_growth_pct": 22.76,
  "port_buffers": 53,
  "worstMarginPinSlew_ps": 765.7,
  "xor_share_pct": 2.691,
  "switching_power_mw": 1.682,
  "instances_no_fill": 585,
  "gr-total-overflow": 0,
  "placedCellCount": 550,
  "routed_via_density": 5.246,
  "dp_hpwl_um": 7040,
  "final_layout_size_suffix_gt1_share_pct": 29.26,
  "yosys_area_mm2": 0.006322,
  "dpl_worst_slack_ps": 522.8,
  "reg2reg_slack_ps": 1310,
  "post-route-drc-count": 0,
  "antenna_found_initial": 0,
  "ctsResizeCount": 0,
  "synth.mux.area_fraction_pct": 11.58,
  "synthCells": 327,
  "hp-start": "rgray[2]",
  "worst_slack_ps": 310.7,
  "avgRoutedWirePerCell_um": 19.70,
  "final_antenna_net_count": 0,
  "ys_cells": 327,
  "simple_gate_area_share_pct": 6.471,
  "power.total_mw": 6.384,
  "vdd_drop_max_uv": 553.9,
  "die_h_um": 114.5,
  "maxCapViolations": 0,
  "slew_headroom_pct": 48.80,
  "dr.pass1.iters": 6,
  "largest_area_cell": "edfxtp_1",
  "grt_max_degree": 33,
  "dieArea_mm2": 0.01310,
  "seq_power_share_pct": 42.8,
  "grt_pass1_vias": 3339,
  "syn_area_mm2": 0.006322,
  "p_sw_share_pct": 26.36,
  "num_rows": 40,
  "crit_path_start_kind": "register",
  "synthAoiAreaFrac_pct": 1.088,
  "synth_flop_count": 164,
  "cts_setup_buffers": 0,
  "hp-class": "register to register",
  "synth_top_cell_by_count": "edfxtp_1",
  "min_to": "wq1_rgray[2]",
  "crit_type": "register to output pin",
  "warnings": 27,
  "final.fill_count": 840,
  "power_frac_comb_pct": 27.6,
  "reg2reg_to": "rempty",
  "cts_tree": "done",
  "wl_um": 11520,
  "fp_util_pct": 51.99,
  "crit_arrival_ps": 2490,
  "ys_top_cells_by_area": "edfxtp_1 (61%), dfrtp_1 (14%), mux4_2 (11%)",
  "drt-initial-drc-count": 162,
  "track_usage_pct": 21.75,
  "p_int_mw": 4.701,
  "netlist.area_leader.share_pct": 60.80
}
[metrics by stage]
| step | utilization [%] | area, um2 |
|---|---|---|
| global placement | 58.66 | 7134 |
| global route | 63.82 | 7761 |
| CTS | 63.82 | 7761 |
| floorplan | - | 6326 |
| detailed placement | 58.66 | 7134 |
| finish | 63.82 | 7761 |
[power groups by stage]
stage,combinational (mW),clock (mW),sequential (mW)
CTS,1.80,1.94,2.74
global route,1.93,2.02,2.78
finish,1.76,1.89,2.73
[state kept, by name (all words and copies together), names as in the netlist]
register,cells
mem,128
rbin,3
rempty,1
rgray,4
rq1_wgray,5
rq2_wgray,5
wbin,4
wfull,1
wgray,5
wq1_rgray,4
wq2_rgray,4
[worst max path at each step]
stage	from	to	cells past startpoint
4_1_cts	rbin[2]	rdata[13]	4
6_report	rbin[2]	rdata[13]	4
5_1_grt	rbin[2]	rdata[13]	4
[cells by family (layout without fill, tap and decap cells)]
group	after synthesis	in the layout
multiplexers	33	33
AND-OR/OR-AND	6	6
other	1	2
adder cells (fa/ha/maj)	5	5
AND/OR/NAND/NOR	76	76
buffers and inverters	25	114
flip-flops	164	164
XOR/XNOR	17	17
[metal layers]
layer	global-route usage, %	share of wire [%]	vias up
met4	2.424	0.83	0
met5	0	0	-
met1	35.74	41	1529
li1	-	-	1393
met2	31.19	49	138
met3	11.00	9.1	9
[layout by cell type (no fill, tap or decap), types with 2 or more instances in the layout]
cell type        netlist  layout
nand2_1                8       8
xor2_1                 7       7
nor2_1                13      13
nor3_1                 4       4
conb_1                 1       2
bufinv_16              0       2
clkbuf_16              0      20
ha_1                   5       5
edfxtp_1             128     128
clkinv_4               0       2
nor2b_1                4       4
xnor2_1                8       8
clkdlybuf4s50_1        0      53
or3_1                  4       4
nand2b_1               2       2
clkinv_2               0       3
dfrtp_1               35      34
mux4_2                32      32
inv_1                  2       2
clkinv_1               0       6
nand3_1                8       8
or2_2                 32      32
buf_4                  8      22
o21ai_0                2       2
[layout make-up]
class                   count  area [um2]  share of cell area [%]
repair buffers             76       715.7                   9.221
multi-input cells         139        1450                   18.68
clock buffers              21       504.2                   6.497
clock inverters            14       122.6                   1.580
well taps                 168       210.2                   2.708
inverters                   3       11.26                  0.1451
flip-flops and latches    164        4747                   61.16
[worst max-delay path, cell delays in order, from the launching register on]
cell and delay (ps):
dfrtp_2 720, buf_4 320, mux4_2 520, or2_2 280, clkdlybuf4s50_1 410
