==> ./config.mk <==
export PLATFORM = sky130hd
export DESIGN_NAME = NexysDisplay
export DESIGN_NICKNAME = NexysDisplay
export VERILOG_FILES = /design/flow/design.v
export SDC_FILE = /design/flow/constraint.sdc
export NUM_CORES = 4
export LEC_CHECK = 1
export CORE_AREA = 10 10 114 114
export DIE_AREA = 0 0 124 124
==> ./constraint.sdc <==
current_design NexysDisplay

set clk_period 3.0
set clk_io_pct 0.2

create_clock -name clk0 -period $clk_period [get_ports {CLK}]

set non_clock_inputs [all_inputs -no_clocks]
set_input_delay [expr $clk_period * $clk_io_pct] -clock clk0 $non_clock_inputs
set_output_delay [expr $clk_period * $clk_io_pct] -clock clk0 [all_outputs]
==> ./design.v <==
`timescale 1ns / 1ps
module NexysDisplay(
input CLK,
input RST,
input [31:0] HEX_IN,
input [7:0] DISP_EN,
output CA,
output CB,
output CC,
output CD,
output CE,
output CF,
output CG,
output DP,
output [7:0] AN
);
reg [9:0] CLK_DIV_H, CLK_DIV_L;
reg CEO_DIV_H, CEO_DIV_L;
reg [2:0] DIGIT_CNT;
reg [3:0] I_CODE;
wire O_SEG_A, O_SEG_B, O_SEG_C, O_SEG_D, O_SEG_E, O_SEG_F, O_SEG_G;
reg [7:0] ANODE_DC;
always @ (posedge CLK, posedge RST)
if(RST)
	begin
		CLK_DIV_H <= 10'h000;
		CLK_DIV_L <= 10'h000;
		CEO_DIV_H <= 1'b0;
		CEO_DIV_L <= 1'b0;
	end
else
	begin
		if(CLK_DIV_H == 10'h063)  
			begin
				CLK_DIV_H <= 10'h000;
				CEO_DIV_H <= 1'b1;
			end
		else
			begin
				CLK_DIV_H <= CLK_DIV_H + 1;
				CEO_DIV_H <= 1'b0;
			end
		if(CEO_DIV_H)
			begin
				if(&(CLK_DIV_L))
					CLK_DIV_L <= 10'h000;
				else
					CLK_DIV_L <= CLK_DIV_L + 1;
			end
		if(&(CLK_DIV_L) & CEO_DIV_H)
			CEO_DIV_L <= 1'b1;
		else
			CEO_DIV_L <= 1'b0;
	end
always @ (posedge CLK, posedge RST)
if(RST) DIGIT_CNT <= 3'd0;
else if(CEO_DIV_L) DIGIT_CNT <= DIGIT_CNT + 1;
always @ (DIGIT_CNT, HEX_IN, DISP_EN)
case(DIGIT_CNT)
3'd0:
begin
I_CODE <= HEX_IN[3:0];
ANODE_DC <= DISP_EN[0] ? 8'd1 : 0;
end
3'd1:
begin
I_CODE <= HEX_IN[7:4];
ANODE_DC <= DISP_EN[1] ? 8'd2 : 0;
end
3'd2:
begin
I_CODE <= HEX_IN[11:8];
ANODE_DC <= DISP_EN[2] ? 8'd4 : 0;
end
3'd3:
begin
I_CODE <= HEX_IN[15:12];
ANODE_DC <= DISP_EN[3] ? 8'd8 : 0;
end
3'd4:
begin
I_CODE <= HEX_IN[19:16];
ANODE_DC <= DISP_EN[4] ? 8'd16 : 0;
end
3'd5:
begin
I_CODE <= HEX_IN[23:20];
ANODE_DC <= DISP_EN[5] ? 8'd32 : 0;
end
3'd6:
begin
I_CODE <= HEX_IN[27:24];
ANODE_DC <= DISP_EN[6] ? 8'd64 : 0;
end
default:
begin
I_CODE <= HEX_IN[31:28];
ANODE_DC <= DISP_EN[7] ? 8'd128 : 0;
end
endcase
SevenSegDec DISP_DEC (
.I_CODE(I_CODE), 
.O_SEG_A(O_SEG_A), 
.O_SEG_B(O_SEG_B), 
.O_SEG_C(O_SEG_C),
.O_SEG_D(O_SEG_D), 
.O_SEG_E(O_SEG_E), 
.O_SEG_F(O_SEG_F),
.O_SEG_G(O_SEG_G));
assign AN = ~ANODE_DC | {8{RST}};
assign CA = ~O_SEG_A;
assign CB = ~O_SEG_B;
assign CC = ~O_SEG_C;
assign CD = ~O_SEG_D;
assign CE = ~O_SEG_E;
assign CF = ~O_SEG_F;
assign CG = ~O_SEG_G;
assign DP = 0;
endmodule
`timescale 1ns / 1ps
module SevenSegDec(
input [3:0] I_CODE,  
output reg O_SEG_A,  
output reg O_SEG_B,  
output reg O_SEG_C,  
output reg O_SEG_D,  
output reg O_SEG_E,  
output reg O_SEG_F,  
output reg O_SEG_G  
);
always @ (I_CODE)
case(I_CODE)
4'h0:
begin
O_SEG_A <= 1'b1;
O_SEG_B <= 1'b1;
O_SEG_C <= 1'b1;
O_SEG_D <= 1'b1;
O_SEG_E <= 1'b1;
O_SEG_F <= 1'b1;
O_SEG_G <= 1'b0;
end
4'h1:
begin
O_SEG_A <= 1'b0;
O_SEG_B <= 1'b1;
O_SEG_C <= 1'b1;
O_SEG_D <= 1'b0;
O_SEG_E <= 1'b0;
O_SEG_F <= 1'b0;
O_SEG_G <= 1'b0;
end
4'h2:
begin
O_SEG_A <= 1'b1;
O_SEG_B <= 1'b1;
O_SEG_C <= 1'b0;
O_SEG_D <= 1'b1;
O_SEG_E <= 1'b1;
O_SEG_F <= 1'b0;
O_SEG_G <= 1'b1;
end
4'h3:
begin
O_SEG_A <= 1'b1;
O_SEG_B <= 1'b1;
O_SEG_C <= 1'b1;
O_SEG_D <= 1'b1;
O_SEG_E <= 1'b0;
O_SEG_F <= 1'b0;
O_SEG_G <= 1'b1;
end
4'h4:
begin
O_SEG_A <= 1'b0;
O_SEG_B <= 1'b1;
O_SEG_C <= 1'b1;
O_SEG_D <= 1'b0;
O_SEG_E <= 1'b0;
O_SEG_F <= 1'b1;
O_SEG_G <= 1'b1;
end
4'h5:
begin
O_SEG_A <= 1'b1;
O_SEG_B <= 1'b0;
O_SEG_C <= 1'b1;
O_SEG_D <= 1'b1;
O_SEG_E <= 1'b0;
O_SEG_F <= 1'b1;
O_SEG_G <= 1'b1;
end
4'h6:
begin
O_SEG_A <= 1'b1;
O_SEG_B <= 1'b0;
O_SEG_C <= 1'b1;
O_SEG_D <= 1'b1;
O_SEG_E <= 1'b1;
O_SEG_F <= 1'b1;
O_SEG_G <= 1'b1;
end
4'h7:
begin
O_SEG_A <= 1'b1;
O_SEG_B <= 1'b1;
O_SEG_C <= 1'b1;
O_SEG_D <= 1'b0;
O_SEG_E <= 1'b0;
O_SEG_F <= 1'b0;
O_SEG_G <= 1'b0;
end
4'h8:
begin
O_SEG_A <= 1'b1;
O_SEG_B <= 1'b1;
O_SEG_C <= 1'b1;
O_SEG_D <= 1'b1;
O_SEG_E <= 1'b1;
O_SEG_F <= 1'b1;
O_SEG_G <= 1'b1;
end
4'h9:
begin
O_SEG_A <= 1'b1;
O_SEG_B <= 1'b1;
O_SEG_C <= 1'b1;
O_SEG_D <= 1'b1;
O_SEG_E <= 1'b0;
O_SEG_F <= 1'b1;
O_SEG_G <= 1'b1;
end
4'hA:
begin
O_SEG_A <= 1'b1;
O_SEG_B <= 1'b1;
O_SEG_C <= 1'b1;
O_SEG_D <= 1'b0;
O_SEG_E <= 1'b1;
O_SEG_F <= 1'b1;
O_SEG_G <= 1'b1;
end
4'hB:
begin
O_SEG_A <= 1'b0;
O_SEG_B <= 1'b0;
O_SEG_C <= 1'b1;
O_SEG_D <= 1'b1;
O_SEG_E <= 1'b1;
O_SEG_F <= 1'b1;
O_SEG_G <= 1'b1;
end
4'hC:
begin
O_SEG_A <= 1'b1;
O_SEG_B <= 1'b0;
O_SEG_C <= 1'b0;
O_SEG_D <= 1'b1;
O_SEG_E <= 1'b1;
O_SEG_F <= 1'b1;
O_SEG_G <= 1'b0;
end
4'hD:
begin
O_SEG_A <= 1'b0;
O_SEG_B <= 1'b1;
O_SEG_C <= 1'b1;
O_SEG_D <= 1'b1;
O_SEG_E <= 1'b1;
O_SEG_F <= 1'b0;
O_SEG_G <= 1'b1;
end
4'hE:
begin
O_SEG_A <= 1'b1;
O_SEG_B <= 1'b0;
O_SEG_C <= 1'b0;
O_SEG_D <= 1'b1;
O_SEG_E <= 1'b1;
O_SEG_F <= 1'b1;
O_SEG_G <= 1'b1;
end
default:
begin
O_SEG_A <= 1'b1;
O_SEG_B <= 1'b0;
O_SEG_C <= 1'b0;
O_SEG_D <= 1'b0;
O_SEG_E <= 1'b1;
O_SEG_F <= 1'b1;
O_SEG_G <= 1'b1;
end
endcase
endmodule
==> ./run.sh <==
#!/bin/bash
# OpenROAD 26Q1-2900-gdf79404cd8, Yosys 0.63+post, stock flow scripts
make -C /OpenROAD-flow-scripts/flow DESIGN_CONFIG=/design/flow/config.mk WORK_HOME=/design/flow/orfs finish
==> results.toml <==
# implementation run metrics
[grt]
initial_antenna_violation_count = 0
grt_start_max_net_pins = 26
grt_use_met2 = 0.0950
gr-total-overflow = 0
gr-max-usage-layer = "met2"
global_route_wire_length_before_repair_um = 8160
groute.usage.overall = 0.0618
use_met3 = 0.0101
first_global_vias = 1663
use_met1 = 0.0921

[final_timing]
hold_viol = 0
fmax_ghz = 0.302
period_needed_ps = 3310
hold_slack_ps = 477
final_critical_path_setup_slack_ps = -313
setup_violations = 7
timing.final.crit_share = 1.10
fin_worst_skew_ps = 0.966
final-max-slew-violation-count = 0
grt_setup_unrepaired = "true"

[worst_setup_path]
ff2ff_setup_slack_ps = 1370
critical_path_class = "reg -> out"
timing.critical_path.mode_cell = "sky130_fd_sc_hd__ha_4"
crit_path_top_delay_cell = "sky130_fd_sc_hd__or4_4"
r2r.worst_path.cells = 4
path_delay_family = "simple AND/OR/NAND/NOR gates"
worstPathMaxFanout = 8
cp-start-kind = "register"
max_stage_delay_ps = 640
critPathBufInv = 4
timing.rr.end = "CLK_DIV_H[5]$_DFF_PP0_"
rr_startpoint = "CLK_DIV_H[2]$_DFF_PP0_"
worst_ep_arrival_time_ps = 2710
worst_setup_path_end_kind = "output pin"
critical_path.cell_chain = "buf_6, ha_4, or4_4, nand2_4, o32ai_4, buf_12, ha_4, buf_4, a21oi_2, o2bb2ai_1, clkdlybuf4s15_1"
critical_path_required_ps = 2400
logic_depth_of_the_worst_path_buffers_included = 11

[detailed_routing]
finalWirelength_um = 5220
vias = 1717
drtIter0Drc = 59
wl_per_cell_um = 12.6
dr.pass1.iters = 4
n_antenna_cell = 0
drt-vias-per-instance = 4.16
remaining_number_of_nets_flagged_by_the_antenna_check_after_routing = 0
route.detailed.drc = 0

[outcome]
status = "finished with violations"
failed_checks = "negative setup slack"

[placed_design]
detailed_place_hpwl_um = 3770
instance_count_after_placement_with_tap_cells_included = 386
globalplace.congestion = 0.847
port_buffers = 56

[synthesis]
yosys_cells = 181
yosys_synthesis_chip_area_um2 = 1710
synth_async_sr_flop_share = 1.00
synth-seq-area-share = 0.366
ys.warnings.count = 2
syn-instance-count = 181
edf_count = 0
post_synthesis_cell_area_um2 = 1710
postSynthAreaPerCell_um2 = 9.44
ys_types = 40
synth_top_flop_cell = "sky130_fd_sc_hd__dfrtp_1"
number_of_synthesized_register_bits = 25

[finish]
layout-drive-gt1-share = 0.321
fill_count = 1028
mostFrequentLayoutCell = "sky130_fd_sc_hd__clkdlybuf4s50_1"
area_growth_syn_to_layout_pct = 78.2
finalNonFillerCells = 413
final_cell_mix = "48 x sky130_fd_sc_hd__clkdlybuf4s50_1, 34 x sky130_fd_sc_hd__buf_4, 25 x sky130_fd_sc_hd__dfrtp_1"

[floorplanning]
initial_core_util = 0.164
die-height_um = 124
row_count = 37
core_area_um2 = 10400
horiz_die_dim_um = 124
chip_area_um2 = 15400
boundaryPins = 58

[cts]
htree_num_levels = 1
cts_tree = "yes"
cts.sink_count = 25
clock.latency.late_pin_ps = 260
cts_made_buffers = 3
number_of_hold_buffers_added_after_cts = 0
clkTransAtPathRegs_ps = 80
clk_path_buf_depth = 2
ctsRootBufferMaster = "sky130_fd_sc_hd__clkbuf_8"

[power]
sequential_fraction_of_design_power = 0.485
net-switching-power_mw = 0.155
leakagePower_nw = 1.25
power.share.switching = 0.224
p_comb_frac = 0.244
ir_worst_vdd_uv = 94.9
pwr_density_cell_nw_per_um2 = 228
pwr-share-clk = 0.272
power.internal_mw = 0.539

[run]
maxCapViolCount = 0
log.warning_count = 33

[worst_hold_path]
hold_path_class = "reg -> reg"
hold_path_origin = "CLK_DIV_H[0]$_DFF_PP0_"
worstHoldPathCells = 1
worstHoldEndpoint = "CLK_DIV_H[0]$_DFF_PP0_"
## cells by family (layout without fill, tap and decap cells)
family	after synthesis	after routing	share of synthesized area
AND-OR/OR-AND	34	34	0.171
buffers and inverters	18	114	0.0556
other	1	1	0.00219
multiplexers	7	7	0.0410
flip-flops	25	25	0.366
adder cells (fa/ha/maj)	11	11	0.0805
AND/OR/NAND/NOR	68	68	0.196
XOR/XNOR	17	17	0.0871
## layout make-up
class,instances,area [um^2],share of cell area
well taps,136,170,0.0559
flip-flops and latches,25,626,0.205
multi-input cells,138,1230,0.403
clock buffers,4,45.0,0.0148
repair buffers,102,941,0.309
inverters,8,35.0,0.0115
## Yosys cell counts, types with 2 or more instances
master	count	area (um^2)
sky130_fd_sc_hd__a21oi_1	5	25.0
sky130_fd_sc_hd__a221oi_1	4	35.0
sky130_fd_sc_hd__a22oi_1	4	30.0
sky130_fd_sc_hd__and3_1	3	18.8
sky130_fd_sc_hd__and4_1	2	17.5
sky130_fd_sc_hd__buf_6	3	33.8
sky130_fd_sc_hd__clkbuf_1	5	18.8
sky130_fd_sc_hd__dfrtp_1	25	626
sky130_fd_sc_hd__ha_1	11	138
sky130_fd_sc_hd__inv_1	7	26.3
sky130_fd_sc_hd__mux2i_1	7	70.1
sky130_fd_sc_hd__nand2_1	12	45.0
sky130_fd_sc_hd__nand3_1	21	105
sky130_fd_sc_hd__nand4_1	5	31.3
sky130_fd_sc_hd__nor2_1	18	67.6
sky130_fd_sc_hd__o211ai_1	3	22.5
sky130_fd_sc_hd__o21ai_0	4	20.0
sky130_fd_sc_hd__o22a_2	2	20.0
sky130_fd_sc_hd__o22ai_1	2	12.5
sky130_fd_sc_hd__o2bb2ai_1	2	17.5
sky130_fd_sc_hd__o32ai_4	2	55.1
sky130_fd_sc_hd__xnor2_1	13	114
sky130_fd_sc_hd__xor2_1	4	35.0
## worst reg2reg max path: stages, from the launching register on
cell and delay, ps:
sky130_fd_sc_hd__dfrtp_1 430, sky130_fd_sc_hd__or4_1 520, sky130_fd_sc_hd__nor3_1 180, sky130_fd_sc_hd__and4_1 330, sky130_fd_sc_hd__nor2_1 70
## sequential cells by signal (all words and copies together) (netlist names)
register / flops
CLK_DIV_H: 10
CLK_DIV_L: 10
DIGIT_CNT: 3
CEO_DIV_H: 1
CEO_DIV_L: 1
## worst max-delay path by stage
| stage | start | end |
|---|---|---|
| final | DIGIT_CNT[0]$_DFFE_PP0P_ | CD |
| after global routing | DIGIT_CNT[0]$_DFFE_PP0P_ | CD |
| after CTS | DIGIT_CNT[1]$_DFFE_PP0P_ | CF |
## layer usage
metal / routed length, um / part of all wire
met4: 67 / 0.013
met1: 2530 / 0.48
met3: 324 / 0.062
met2: 2290 / 0.44
met5: 0 / 0
## through the flow
stage	instance area (um^2)	power [mW]	util	TNS [ps]	worst slack, ps
2_1_floorplan	1710	0.386	-	0	45.9
3_3_place_gp	2550	0.471	0.245	-3220	-506
3_5_place_dp	2550	0.472	0.245	-3250	-522
4_1_cts	2830	0.687	0.272	-2290	-425
5_1_grt	3050	0.728	0.292	-2070	-410
6_report	3050	0.695	0.292	-1370	-313
## power groups by stage
stage / sequential (mW) / clock (mW) / combinational [mW]
finish: 0.337 / 0.189 / 0.169
global route: 0.337 / 0.209 / 0.182
CTS: 0.337 / 0.201 / 0.149
## repair_timing
action	4_1_cts	5_1_grt
gates resized	40	36
endpoints found under the setup margin	8	8
pin swaps	13	13
endpoints found under the hold margin	0	0
buffers inserted	11	12
Power is estimated from default activity; no workload was simulated.
