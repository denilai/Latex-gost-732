[flow/design.v]
`timescale 1ns / 1ps
module LCDMatrixDriverNew(
    input [63:0] data,
	 input CLK,
    input CE,
	 input RST,
    output reg [7:0] col_select,
    output reg [7:0] rows
	 );
    reg [2:0] column_ctr;
    reg [3:0] digit;
    reg [7:0] mem [127:0];
    initial
    begin
        digit = 0;
        column_ctr = 0;
        col_select = 8'hFF;
    end
    wire digit_reg_ceo;
    assign digit_reg_ceo = column_ctr == 7;
    always@*
    begin
        case(column_ctr)
            3'd0: col_select <= 8'b01111111;
            3'd1: col_select <= 8'b10111111;
            3'd2: col_select <= 8'b11011111;
            3'd3: col_select <= 8'b11101111;
            3'd4: col_select <= 8'b11110111;
            3'd5: col_select <= 8'b11111011;
            3'd6: col_select <= 8'b11111101;
            3'd7: col_select <= 8'b11111110;
        endcase
    end
    always@*
    begin
        rows = {data[63-column_ctr],
					 data[55-column_ctr],
					 data[47-column_ctr],
					 data[39-column_ctr],
					 data[31-column_ctr],
					 data[23-column_ctr],
					 data[15-column_ctr],
					 data[7-column_ctr]
		  };
    end
    always@(posedge CLK, posedge RST) 
    begin
		if (RST)
			begin
			  digit = 0;
			  column_ctr = 0;
			  col_select = 8'hFF;
			end
			else
				begin
				  if(CE)
				  begin
						column_ctr <= column_ctr + 1;
				  end
				  if(digit_reg_ceo)
				  begin
						digit <= data;
				  end
			  end
    end
endmodule
[flow/run.sh]
#!/bin/bash
# OpenROAD 26Q1-2900-gdf79404cd8, Yosys 0.63+post, stock flow scripts
make -C /OpenROAD-flow-scripts/flow DESIGN_CONFIG=/design/flow/config.mk WORK_HOME=/design/flow/orfs finish
[flow/config.mk]
export PLATFORM = sky130hd
export DESIGN_NAME = LCDMatrixDriverNew
export DESIGN_NICKNAME = LCDMatrixDriverNew
export VERILOG_FILES = /design/flow/design.v
export SDC_FILE = /design/flow/constraint.sdc
export NUM_CORES = 4
export LEC_CHECK = 1
export CORE_AREA = 10 10 86 86
export DIE_AREA = 0 0 96 96
[flow/constraint.sdc]
current_design LCDMatrixDriverNew

set clk_period 3.3
set clk_io_pct 0.2

create_clock -name clk0 -period $clk_period [get_ports {CLK}]

set non_clock_inputs [all_inputs -no_clocks]
set_input_delay [expr $clk_period * $clk_io_pct] -clock clk0 $non_clock_inputs
set_output_delay [expr $clk_period * $clk_io_pct] -clock clk0 [all_outputs]
==> design notes <==
For the number of vias in the routed layout, the log shows 737. Using the TritonRoute via totals, the vias-per-cell ratio works out to 3.84. For this run, design rule violations remaining after detail routing come to 0.

CTS saw 3 sinks. The synthesized netlist contains 14 unique library cells. The number of hold-slack violations in the final timing report was 0.

Entering global routing, the biggest net connects 19 pins. For this sky-water flow run, the detailed-routed wirelength per cell is reported as 15.0 um. Per the Yosys statistics, synthesis produced 47 cells. Routability-driven placement finished with a final weighted congestion of 0.811.

The end of the worst register-to-register path is column_ctr[1]. The register with the most flip-flops in the layout has 3 of them. Per the placement report, the placed cell count is 188. STA classifies the critical path endpoint as an output port.

The run gives 0.883 for the part of the cycle the worst path needs. For the clock skew, the log shows 0.000230 ns. STA on the placed design reports a worst setup slack of 0.383 ns. TritonCTS built the clock tree.

The run gives 0 for the post-CTS resize count. TritonCTS created 3 clock buffers. The first global-routing pass estimated 4350 um of wire. The area taken by flip-flops and latches is 75.1 sq um, and the number of nets with antenna violations after detailed routing is 0.

The cell accounting for the most synthesized area is sky130_fd_sc_hd__mux4_1. The logs give 0 for the number of max-slew violations in the final report and 0 for the initial antenna violation count. The run gives 2 for the path depth of the worst reg2reg path. With the maximum level of the CTS H-tree at 1, the chip area is 9220 sq um. The longest clock path from root to sink contains 2 buffers. The run gives 0.567 for the area share of the leading cell type in the synthesized netlist.

The vertical die dimension is 96 um, and the final sum of negative setup slack is 0 ns. The worst min-delay path category is in2async. The final number of setup-violating endpoints was 0; the share of final-layout standard cells stronger than drive strength 1 was 0.108.

Largest stage delay on the critical path: 0.51 ns. For the pin with the worst max-slew slack, the measured transition is 0.650 ns. The root buffer cell chosen for the clock tree is sky130_fd_sc_hd__clkbuf_8.

Most numerous cell on the critical path: sky130_fd_sc_hd__clkdlybuf4s50_1. The relative slew slack is 0.567. The largest registers in the layout are column_ctr (3). The data required time reported for the critical path is 2.64 ns.

The run gives 2520 um for the estimated wirelength of the detail-placed design. For the number of placement rows, the log shows 27. Between the synthesized netlist and the finished layout, the area growth was recorded as 109%. Setup repair after global routing left no endpoint under its margin. By area the synthesized netlist is led by sky130_fd_sc_hd__mux4_1 57%, sky130_fd_sc_hd__mux2_2 14%, sky130_fd_sc_hd__dfrtp_1 10%.

Static timing analysis puts the maximum clock frequency at 343 MHz. Per the run summary, max-cap violations total 0. Insertion delay at the late pin of the worst-skew pair: 0.22 ns. The run finished with clean final reports.

The tools report the reg-to-reg critical path startpoint as column_ctr[1]. The critical path in the final layout is reported with a setup slack of 0.387 ns. For the total global routing track utilization, the log shows 0.0603. For reference, the critical path cell chain is clkdlybuf4s50_1 > mux4_1 > mux2_2 > clkdlybuf4s50_1. The routed design has 2880 um of wire.

The smallest clock period supported by the final layout is computed as 2.91 ns. The run gives 896 for the via count of the first global-routing pass. The tools report the multi-input logic area as 586 sq um. With the count of input and output buffers at 74, the worst ir drop on vdd is 0.000200 V.

OpenROAD warning count: 25. The run gives 1.97 ns as the reg-to-reg setup timing slack. The run gives 742 sq um for the cell area after synthesis.

The run gives 83 as the I/O pin count. In this run, post-CTS hold repair placed 0 buffers. The top fanout value on the critical path works out to 1.

STA classifies the critical path startpoint as a primary input. The logs give 0.279 for the utilization after layout and 0 for the leftover overflow at the end of global routing. For this run, the script counts the antenna cells in the layout as 0. For the area of the core region, the log shows 5540 sq um.

In the layout the commonest cells are 74 x sky130_fd_sc_hd__clkdlybuf4s50_1, 16 x sky130_fd_sc_hd__mux4_1, 9 x sky130_fd_sc_hd__mux2_2. The leakage power in the latest report is 0.602 nW. With the filler-free cell count of the finished design at 192, the final hold slack is 0.607 ns. The synthesized netlist has a Yosys-reported chip area of 742 sq um. The largest register by flop count is column_ctr.

Critical path class: in2out. Horizontal die size: 96 um. The mean instance size in the synthesized netlist was 15.8 sq um; the starting utilization of the core area was 0.134. The post-synth register bit count is 3.

For the cell count after synthesis, the log shows 47. For the worst setup path, the data arrival time is 2.25 ns. The run gives 3 for the count of TritonRoute iterations in the first routing pass. The most frequent logic cell in the layout is sky130_fd_sc_hd__clkdlybuf4s50_1.

In this run the post-CTS setup repair buffer count came out at 0. Per the post-CTS timing run, clock transition at the registers of the reported paths is 0.03 ns. Number of filler cells placed in the layout: 566. Per STA, the startpoint of the critical path is data[20]. Warnings reported by Yosys during synthesis add up to 17. With the sequential fraction of the synthesis area at 0.101, the power per unit of standard cell area is 523 nW/um^2. The first routing iteration left 9 violations.

Standard cell with the maximum stage delay on the critical path: sky130_fd_sc_hd__mux4_1.
-- cell type report --
cell class | count | share of cell area
repair buffers | 75 | 0.483
clock buffers | 4 | 0.0291
multi-input cells | 37 | 0.378
well taps | 72 | 0.0582
flip-flops and latches | 3 | 0.0485
inverters | 1 | 0.00243
-- where the power goes --
part | leakage [nW] | internal [mW] | switching, mW
Sequential | 0.0351 | 0.0556 | 0.0660
Combinational | 0.544 | 0.451 | 0.129
Clock | 0.0228 | 0.0825 | 0.0254
-- cell usage after synthesis --
master,number
sky130_fd_sc_hd__xor2_1,1
sky130_fd_sc_hd__conb_1,1
sky130_fd_sc_hd__mux2_2,9
sky130_fd_sc_hd__inv_1,1
sky130_fd_sc_hd__mux4_1,16
sky130_fd_sc_hd__clkbuf_1,2
sky130_fd_sc_hd__xnor2_1,1
sky130_fd_sc_hd__buf_4,8
sky130_fd_sc_hd__nand2_1,1
sky130_fd_sc_hd__buf_12,1
sky130_fd_sc_hd__dfrtp_1,3
sky130_fd_sc_hd__ha_1,1
sky130_fd_sc_hd__buf_2,1
sky130_fd_sc_hd__buf_6,1
-- metal layers --
metal  up-vias  wire length [um]  GRT usage
li1        338                 -          -
met1       333              1090     0.0677
met2        62              1310     0.0987
met3         4               436     0.0354
met4         0                42    0.00983
met5         -                 0          0
-- worst max path at each step --
stage / slack, ns / endpoint
after CTS: 0.38 / rows[0]
after global routing: 0.32 / rows[0]
final: 0.39 / rows[2]
-- critical path, delay by kind of cell --
family / cells / cell delay [ns]
buf+inv: 2 / 0.81
mux: 2 / 0.78
-- per-stage QoR --
step	power (mW)	cell area [sq um]
global route	0.896	1550
CTS	0.835	1550
global placement	0.713	1500
detailed placement	0.723	1500
finish	0.809	1550
floorplan	0.463	768
-- cells by family after synthesis --
kind of cell / synth area share
buffers and inverters: 0.145
XOR/XNOR: 0.0236
adder cells (fa/ha/maj): 0.0169
AND/OR/NAND/NOR: 0.00505
multiplexers: 0.703
other: 0.00505
flip-flops: 0.101
Power and IR drop assume default switching activity.
